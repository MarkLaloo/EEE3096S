$ cat /design/flow/config.mk
export PLATFORM = sky130hd
export DESIGN_NAME = reg_mem
export DESIGN_NICKNAME = reg_mem
export VERILOG_FILES = /design/flow/design.v
export SDC_FILE = /design/flow/constraint.sdc
export NUM_CORES = 4
export LEC_CHECK = 1
export CORE_UTILIZATION = 30
$ cat /design/flow/constraint.sdc
current_design reg_mem

set clk_period 3.0
set clk_io_pct 0.2

create_clock -name clk0 -period $clk_period [get_ports {clk}]

set non_clock_inputs [all_inputs -no_clocks]
set_input_delay [expr $clk_period * $clk_io_pct] -clock clk0 $non_clock_inputs
set_output_delay [expr $clk_period * $clk_io_pct] -clock clk0 [all_outputs]
$ cat /design/flow/design.v
`timescale 1ns / 1ps
module reg_mem (addr, data_in, wen, clk, data_out);
    parameter DATA_WIDTH = 8;  
    parameter ADDR_BITS = 5;  
    input [ADDR_BITS-1:0] addr;
    input [DATA_WIDTH-1:0] data_in;
    input wen;
    input clk;
    output [DATA_WIDTH-1:0] data_out;
    reg [DATA_WIDTH-1:0] data_out;
    reg [DATA_WIDTH-1:0] mem_array [(2**ADDR_BITS)-1:0];
    always @(posedge clk) begin
        if (wen) begin  
            mem_array [addr] <= data_in;
            data_out <= #(DATA_WIDTH)'b0;
        end
        else begin  
            data_out <= mem_array[addr];
        end
    end
endmodule
$ cat /design/flow/run.sh
#!/bin/bash
# OpenROAD 26Q1-2900-gdf79404cd8, Yosys 0.63+post, stock flow scripts
make -C /OpenROAD-flow-scripts/flow DESIGN_CONFIG=/design/flow/config.mk WORK_HOME=/design/flow/orfs finish
==> impl_metrics.tcl <==
# place-and-route summary
set metrics [dict create \
    run_status "finished, final reports clean" \
    fa_ha_area_share_pct 0 \
    drtIter0Drc 448 \
    syn_inst 577 \
    cts_setup_buffers 0 \
    timing.rr.end "data_out[6]" \
    place_congestion 0.940 \
    compound_area_share_pct 4.35 \
    die_h_um 187 \
    clock_sinks 264 \
    grt_pass1_vias 5486 \
    synthTopCellsByArea "edfxtp_1 (75%), mux2i_1 (12%), o22ai_1 (3.8%), dfxtp_1 (1.6%), nor2_1 (1.1%)" \
    synth_flops 264 \
    cts_resized 0 \
    p_leak_nw 4.22 \
    finalCriticalPeriod_ns 2.25 \
    yosys_area_um2 10300 \
    cts_buffers 28 \
    setup_viol 0 \
    cts_tree "done" \
    grt_usage_pct 13.6 \
    antenna_left 0 \
    drc_errors 0 \
    rows 67 \
    vdd_ir_drop_max_mv 0.413 \
    path_cells "clkdlybuf4s50_1 -> buf_12 -> nand4b_1 -> o22ai_1 -> nor4_1 -> buf_4 -> a21oi_1" \
    final_util_pct 36.6 \
    slew_headroom_pct 62.8 \
    r2r_start "mem_array[14][6]" \
    cp.required_ns 3.40 \
    min_from "mem_array[7][7]" \
    finClkSkew_ns 0.0168 \
    rsz0062_at_grt "false" \
    cts_buffer_depth 3 \
    xor_share_pct 0 \
    logic_family "multiplexers" \
    fin_crit_sh_pct 75.0 \
    grt_pass1_wl_mm 33.9 \
    slew_violations 0 \
    path_max_fanout 24 \
    io_pins 23 \
    seq_area_um2 7850 \
    path_clk_slew_ns 0.06 \
    wl_per_cell_um 19.7 \
    path_buffers 3 \
    critPathKind "in2reg" \
    grt_max_degree 44 \
    tightest_slew_ns 0.558 \
    cts-root-buf "clkbuf_16" \
    fillers 3068 \
    antenna_cells 0 \
    warnings 25 \
    syn_area_um2 10300 \
    ys_types 26 \
    hold_violations 0 \
    holdPathEnd "data_out[7]" \
    areaGrowthSynthToFinish_pct 19.8 \
    overflow 0 \
    critPathCaptureType "register" \
    clk_latency_ns 0.53 \
    die-area_um2 35000 \
    rrSetupSlack_ns 1.47 \
    via_per_inst 4.81 \
    drtPass1Iterations 5 \
    yosysSeqAreaShare_pct 76.5 \
    syn_area_per_cell_um2 17.8 \
    worstHoldPathType "reg2reg" \
    cts.htree.levels 1 \
    drive_above_1_share_pct 15.7 \
    synth_warnings 1 \
    arrival_ns 2.64 \
    finalWirelength_mm 22.3 \
    port_buffers 22 \
    cp-start-kind "input pin" \
    critPathTopFamily "buffers and inverters" \
    ys_sh_mux_pct 12.5 \
    power_density_nw_per_um2 632 \
    comb_area_um2 2200 \
    top_cell_area_share_pct 74.9 \
    ys_cells 577 \
    maxCapViolations 0 \
    slowest_delay_ns 0.52 \
    antenna_found_initial 1 \
    synthSimpleGateAreaFrac_pct 4.65 \
    hpwl_mm 14.4 \
    vias 5423 \
    fp_util_pct 30.5 \
    finalSetupTns_ns 0 \
    die_w_um 187 \
    hold_depth 4 \
    coreArea_um2 33600 \
    hold_buffers 0 \
    fmax_mhz 445 \
    cpMaxStageDelayCell "clkdlybuf4s50_1" \
    reg2reg_depth 4 \
    yosys.area.top_type "edfxtp_1" \
]
[cell type report]
| class | instances | share of cell area (%) |
|---|---|---|
| sequential | 264 | 63.8 |
| multi-input combinational | 277 | 17.9 |
| clock inverter | 11 | 0.875 |
| clock buffer | 39 | 6.21 |
| tap | 448 | 4.56 |
| timing repair buffer | 89 | 6.60 |
[synth_stat cells, drive strengths merged]
| library cell | count |
|---|---|
| edfxtp | 256 |
| mux2i | 128 |
| o22ai | 64 |
| nor2 | 29 |
| buf | 28 |
| nor4 | 16 |
| a21oi | 8 |
| clkbuf | 8 |
| dfxtp | 8 |
| nand4bb | 6 |
| nand3b | 4 |
| nand4b | 4 |
| nor3 | 4 |
| or4b | 4 |
| or3b | 3 |
| nand2 | 2 |
| nand3 | 2 |
| nand4 | 1 |
| or3 | 1 |
| or4 | 1 |
[cells by family after synthesis]
group           after synthesis
buf+inv                      36
mux                         128
flops                       264
simple gates                 77
compound gates               72
[per-layer routing]
layer	track usage (%)	part of all wire (%)
met3	4.46	7.5
met1	20.6	43
met5	0	0.076
met2	20.4	47
met4	3.06	2.5
[report_power, final]
part	switching, mW	leakage [nW]	internal [mW]
Sequential	0.0175	2.37	4.10
Combinational	0.234	1.42	0.169
Clock	1.32	0.419	1.94
[worst max path at each step]
| stage | startpoint | endpoint | slack (ns) | cells past startpoint |
|---|---|---|---|---|
| after CTS | addr[4] | data_out[6] | 0.84 | 7 |
| after global routing | addr[2] | data_out[6] | 0.75 | 7 |
| final | addr[4] | data_out[6] | 0.75 | 7 |
[through the flow]
stage | total power [mW] | hold WS [ns] | instances | instance area [um2] | setup WS, ns
after floorplan | 4.38 | 0.639 | 577 | 10300 | 0.572
after global placement | 4.60 | 0.735 | 1078 | 11400 | 0.291
after detailed placement | 4.60 | 0.731 | 1078 | 11400 | 0.304
after CTS | 7.83 | 0.727 | 1128 | 12300 | 0.843
after global routing | 8.01 | 0.760 | 1128 | 12300 | 0.750
final | 7.77 | 0.752 | 1128 | 12300 | 0.751
[state kept, by name (all words and copies together), names as in the netlist]
signal and flops:
mem_array 256, data_out 8
[cell usage in the layout, fill, tap and decap left out, types with 5 or more instances in the layout]
| master | instances |
|---|---|
| a21oi_1 | 8 |
| buf_12 | 7 |
| buf_4 | 60 |
| clkbuf_1 | 10 |
| clkbuf_16 | 29 |
| clkdlybuf4s50_1 | 21 |
| clkinv_1 | 5 |
| dfxtp_1 | 8 |
| edfxtp_1 | 256 |
| mux2i_1 | 128 |
| nand4bb_1 | 6 |
| nor2_1 | 29 |
| nor4_1 | 16 |
| o22ai_1 | 63 |
[worst min-delay path, delay by kind of cell (launching register included)]
kind	cells	cell delay [ns]
flops	1	0.32
simple gates	1	0.08
mux	1	0.07
compound gates	2	0.24
Power is estimated from default activity; no workload was simulated.
